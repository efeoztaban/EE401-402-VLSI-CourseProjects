==> ./design.v <==
module sdram_controller(in_HCLK, in_HRESET, in_HWRITE, in_HADDR, in_HSEL, out_HRDATA, in_HWDATA, out_HREADY,
								out_CS, out_WE, out_RAS, out_CAS, out_addr, out_bank_addr, out_write_data, 
								in_read_data);
parameter DATA_SIZE = 32;
parameter ADDR_SIZE = 14;
input in_HCLK, in_HRESET, in_HWRITE, in_HSEL;
input [31:0] in_HADDR;
output reg out_HREADY;
output reg [31:0] out_HRDATA;
input [31:0] in_HWDATA; 
output reg out_CS, out_WE, out_RAS, out_CAS;
output reg [ADDR_SIZE-1:0] out_addr;
output reg [1:0] out_bank_addr;
output reg [DATA_SIZE-1:0] out_write_data;
input [DATA_SIZE-1:0] in_read_data;
parameter IDLE = 3'd0, ACTIVATE1 = 3'd1, ACTIVATE2 = 3'd2, READ = 3'd3, WRITE = 3'd4, PRECHARGE = 3'd5, READY = 3'd6;
reg [2:0] current_state, next_state;
reg [13:0] row_addr;
reg [13:0] col_addr;
reg [1:0] bank_addr;
reg [31:0] data;
reg registered_HSEL;
reg registered_HWRITE;
reg row_addr_change_status;
always @(*)
begin
	out_HRDATA = in_read_data;
	out_write_data = in_HWDATA;
end
always @(posedge(in_HRESET) or posedge(in_HCLK))
begin
	if (in_HRESET)
	begin
		registered_HSEL <= 1'b0;
		registered_HWRITE <= 1'b0;
		bank_addr <= 2'd0;
		row_addr <= 14'd0;
		col_addr <= 14'd0;
		row_addr_change_status <= 0;
	end
	else
	begin
		if(row_addr == in_HADDR[27:14])
		begin
			registered_HSEL <= in_HSEL;
			registered_HWRITE <= in_HWRITE;
			bank_addr <= in_HADDR[29:28];
			row_addr <= in_HADDR[27:14];
			col_addr <= in_HADDR[13:0];
			row_addr_change_status <= 0;
		end
		else
		begin
			registered_HSEL <= in_HSEL;
			registered_HWRITE <= in_HWRITE;
			bank_addr <= in_HADDR[29:28];
			row_addr <= in_HADDR[27:14];
			col_addr <= in_HADDR[13:0];
			row_addr_change_status <= 1;
		end
	end
end
always @ (posedge(in_HRESET) or posedge(in_HCLK)) 
begin
	if(in_HRESET)
	begin
		current_state <= IDLE;
	end
	else
	begin
		current_state <= next_state;
	end
end
always @ (*)
begin
	case(current_state)
		IDLE:
		begin
			out_CS = 0;
			out_WE = 0;
			out_RAS = 0;
			out_CAS = 0;
			if(in_HSEL)
			begin
				if(row_addr_change_status == 0)
				begin
					next_state = ACTIVATE1;
				end
				else
				begin
					next_state = PRECHARGE;
				end
			end
			else
			begin
				next_state = IDLE;
			end
		end
		ACTIVATE1:
		begin
			out_CS = 1;
			out_WE = 0;
			out_RAS = 1;
			out_CAS = 0;
			out_bank_addr = bank_addr;
			out_addr = row_addr;
			next_state = ACTIVATE2;
		end
		ACTIVATE2:
		begin
			if(in_HWRITE == 1)
			begin
				next_state = WRITE;
			end
			else
			begin
				next_state = READ;
			end
		end
		WRITE:
		begin
			out_CS = 1;
			out_WE = 1;
			out_RAS = 0;
			out_CAS = 1;
			out_addr = col_addr;	
			next_state = READY;
		end
		READ:
		begin
			out_CS = 1;
			out_WE = 0;
			out_RAS = 0;
			out_CAS = 1;
			out_addr = col_addr;	
			next_state = READY;
		end
		PRECHARGE:
		begin
			out_CS = 1;
			out_WE = 1;
			out_RAS = 1;
			out_CAS = 1;
			out_addr = 0;	
			next_state = IDLE;
		end
		READY:
		begin
			out_HREADY = 1;
			next_state = IDLE;
		end
		default:
		begin
			out_CS = 0;
			out_WE = 0;
			out_RAS = 0;
			out_CAS = 0;
		end
	endcase
end
endmodule
==> ./run.sh <==
#!/bin/bash
# OpenROAD 26Q1-2900-gdf79404cd8, Yosys 0.63+post, stock flow scripts
make -C /OpenROAD-flow-scripts/flow DESIGN_CONFIG=/design/flow/config.mk WORK_HOME=/design/flow/orfs finish
==> ./config.mk <==
export PLATFORM = sky130hd
export DESIGN_NAME = sdram_controller
export DESIGN_NICKNAME = sdram_controller
export VERILOG_FILES = /design/flow/design.v
export SDC_FILE = /design/flow/constraint.sdc
export NUM_CORES = 4
export LEC_CHECK = 1
export CORE_AREA = 10 10 112 112
export DIE_AREA = 0 0 122 122
==> ./constraint.sdc <==
current_design sdram_controller

set clk_period 2.3
set clk_io_pct 0.2

create_clock -name clk0 -period $clk_period [get_ports {in_HCLK}]

set non_clock_inputs [all_inputs -no_clocks]
set_input_delay [expr $clk_period * $clk_io_pct] -clock clk0 $non_clock_inputs
set_output_delay [expr $clk_period * $clk_io_pct] -clock clk0 [all_outputs]
==> out/results.txt <==
Status -> finished clean
Late-Pin Clk Latency -> 0.29 ns
Avg WL per Cell -> 15.1 µm
CP peak stage delay -> 0.45 ns
Synth top cells by count -> buf_4, dfrtp_1, nand2_1, dlxtn_1
Comb power frac -> 0.100
Synth Warn # -> 1
Core region area -> 10,200 µm²
Register pins left without a clock -> 23
Core Rows -> 37
PortBufs -> 53
# fillers -> 1,048
Final Skew -> 0.00845 ns
Gate Count Post-Synth -> 235
Final setup fails -> 0
Post-synth cell types -> 32
P&R area growth vs syn -> 7.47%
Final Non-Filler Cells -> 358
Top cells by area -> dfrtp_1, buf_4, dlxtn_1, a221oi_2, xor2_1
Aggregate global routing overflow -> 0
Place WS -> 0.552 ns
Worst vdd ir -> 0.307 mV
Reg2Reg Depth -> 3
Switch share -> 0.233
Pin count of the biggest net entering global routing -> 35
Cell Area, Synth -> 2510 µm²
Post-synth EDFFs -> 0
Crit share post-route -> 0.611
Final max-slew violation count -> 0
# DRC -> 0
N_diodes -> 0
CTS Buffer Depth -> 2
Critical path fanouts, max -> 2
Final ANT Viol Nets -> 0
DRT iter0 DRCs -> 38
Maxcap violations -> 0
Leak -> 1.12 nW
Worst Slack Setup Final -> 0.894 ns
Max-Slew Margin vs Limit -> 0.426
Vias in the first global route -> 1,509
Flops out of synthesis -> 57
Routability cong. -> 0.739
CTS tree -> done
Vias -> 1,464
Die H -> 122 µm
Top-area cell share -> 0.339
Startpoint Class -> input pin
Hold buffer count at cts -> 0
IO Pins -> 185
Tot GR Track Use -> 0.0716
Die W -> 122 µm
Postcts setup bufs -> 0
CP max-delay cell -> clkdlybuf4s50_1
Iteration count of the initial detailed-routing pass -> 2
Syn Area/Cell -> 10.7 µm²
Clock share of power -> 0.372
Psw -> 289 µW
Most used flip-flop cell -> dfrtp_1
Final Cell Area -> 2700 µm²
Chip area -> 14,900 µm²
Dpl cells -> 350
Unrepaired setup endpoints after global routing -> false
Tool warnings -> 27
Hold Path Class -> input pin to asynchronous set/reset pin
Yosys top cell by instances -> buf_4
Worst-path clk slew -> 0.08 ns
First-pass GRT wire length -> 8210 µm
CP Data Required Time -> 2.45 ns
PD cells -> 460 nW/µm²
Share of cells above drive strength 1 -> 0.117
Crit-path cells -> clkdlybuf4s50_1, xor2_1, nor4_1, nand4_1
Core Util at FP -> 0.245
Via density -> 4.09
Total Wirelength -> 5400 µm
Endpoints left unconstrained -> 46
DP HPWL -> 3970 µm
Dpl cell area -> 2600 µm²
Crit Path Class -> input pin to register
CTS root buf -> clkbuf_8
Yosys Chip Area -> 2510 µm²
Min Clock Period, post-route -> 1.41 ns
Setup TNS -> 0 ns
Fmax -> 0.711 GHz
Fin util -> 0.264
Critical Path AT -> 1.56 ns
Num CTS Buffers -> 5
Post-cts resize count -> 0
Async S/R FF share, synth -> 0.596
Critical Path Sink Type -> register
# Cells Yosys -> 235
Sequential power share -> 0.527
Internal -> 953 µW
Final Hold Fails -> 0
Worst-margin pin slew -> 0.862 ns
Htree depth -> 2
Initial antenna violation count -> 0
Largest area contributor in the netlist -> dfrtp_1
==> stage by stage <==
stage / power, mW / hold WS [ns]
finish: 1.24 / 0.565
global route: 1.31 / 0.585
CTS: 1.27 / 0.586
detailed placement: 0.795 / 0.691
global placement: 0.793 / 0.703
floorplan: 0.773 / 0.491
==> placed cells by master (no fill, tap or decap), drive strengths merged, types with 2 or more instances in the layout <==
cell type	count
inv	5
buf	2
xor2	14
a21o	2
dlxtp	2
a31oi	14
nor4	3
nor2	4
nor2b	4
dfrtp	34
dlxtn	21
clkdlybuf4s50	53
nand2	30
clkbuf	6
a221oi	14
==> layer usage <==
| metal | global-route usage | part of all wire |
|---|---|---|
| met1 | 0.0940 | 0.43 |
| met2 | 0.113 | 0.48 |
| met3 | 0.0254 | 0.081 |
| met4 | 0.0134 | 0.011 |
| met5 | 0 | 0 |
==> path summary, 6_finish.rpt <==
check / from / endpoint / slack (ns)
max: in_HADDR[15] / row_addr_change_status / 0.89
min: in_HRESET / col_addr[0] / 0.56
max reg2reg: row_addr[2] / row_addr_change_status / 1.08
min reg2reg: row_addr[7] / row_addr_change_status / 0.69
max in group asynchronous: in_HRESET / bank_addr[1] / 1.41
min in group clk0: in_HADDR[2] / col_addr[2] / 0.60
==> worst max-delay path: cells and delay by family <==
kind	cells	cell delay (ns)
and+or+nand+nor	2	0.49
buffers and inverters	1	0.45
xor gates and xnor gates	1	0.16
==> sequential cells by signal, summed over array words and instances (netlist names) <==
signal and cells:
bank_addr 2, out_CAS 1, out_RAS 1, out_WE 1, row_addr_change_status 1, col_addr 14, out_CS 1, row_addr 14
current_state 3, next_state 3, out_bank_addr 2, out_addr 14
==> cells by family after synthesis <==
group,synth area share
buffers and inverters,0.256
latches,0.138
xor gates and xnor gates,0.0488
AOI/OAI and AO/OA,0.134
and+or+nand+nor,0.0842
other,0.00149
DFF,0.339
==> area by class of cell <==
cell class	count	area, µm²	area share
inverter	5	18.8	0.00695
timing repair buffer	55	546	0.202
sequential	57	1200	0.443
clock inverter	2	12.5	0.00464
multi-input combinational	97	673	0.249
tap	136	170	0.0631
clock buffer	6	82.6	0.0306
==> power groups by stage <==
| stage | registers (mW) | clock network, mW | logic [mW] |
|---|---|---|---|
| CTS | 0.655 | 0.485 | 0.129 |
| global route | 0.659 | 0.511 | 0.138 |
| finish | 0.655 | 0.462 | 0.125 |
Power figures rest on the tool's default switching activity, not on a simulated workload.
